File: /design/flow/design.v
`timescale 1ns / 1ps
module phase_invert (target_search, i0, i1, i2, i3, i4, i5, i6, i7, o0, o1, o2, o3, o4, o5, o6, o7
    );
	 parameter num_bit = 3;parameter fixedpoint_bit = 24;parameter num_sample = 2**num_bit;
	 input [2:0] target_search;
	 input signed[7:0] i1,i2,i3,i4,i5,i6,i7,i0;
	 output reg signed[7:0] o1,o2,o3,o4,o5,o6,o7,o0;
	 integer i ;
	 always @*
     begin
		 i=0;
		 if(i == target_search)
		 begin
			o0 = -i0;
		 end
		 else
		 begin
			o0 = i0;
		 end
		  i = i+1;
		 if(i == target_search)
		 begin
			o1 = -i1;
		 end
		 else
		 begin
			o1 = i1;
		 end
		  i = i+1;
		 if(i == target_search)
		 begin
			o2 = -i2;
		 end
		 else
		 begin
			o2 = i2;
		 end
		  i = i+1;
		 if(i == target_search)
		 begin
			o3 = -i3;
		 end
		 else
		 begin
			o3 = i3;
		 end
		  i = i+1;
		 if(i == target_search)
		 begin
			o4 = -i4;
		 end
		 else
		 begin
			o4 = i4;
		 end
		  i = i+1;
		 if(i == target_search)
		 begin
			o5 = -i5;
		 end
		 else
		 begin
			o5 = i5;
		 end
		  i = i+1;
		 if(i == target_search)
		 begin
			o6 = -i6;
		 end
		 else
		 begin
			o6 = i6;
		 end
		  i = i+1;
		 if(i == target_search)
		 begin
			o7 = -i7;
		 end
		 else
		 begin
			o7 = i7;
		 end
		  i = i+1;
     end
endmodule 
File: /design/flow/run.sh
#!/bin/bash
# OpenROAD 26Q1-2900-gdf79404cd8, Yosys 0.63+post, stock flow scripts
make -C /OpenROAD-flow-scripts/flow DESIGN_CONFIG=/design/flow/config.mk WORK_HOME=/design/flow/orfs finish
File: /design/flow/config.mk
export PLATFORM = sky130hd
export DESIGN_NAME = phase_invert
export DESIGN_NICKNAME = phase_invert
export VERILOG_FILES = /design/flow/design.v
export SDC_FILE = /design/flow/constraint.sdc
export NUM_CORES = 4
export LEC_CHECK = 1
export CORE_AREA = 10 10 95 95
export DIE_AREA = 0 0 105 105
File: /design/flow/constraint.sdc
current_design phase_invert

set clk_period 3.6
set clk_io_pct 0.2

create_clock -name clk0 -period $clk_period

set non_clock_inputs [all_inputs -no_clocks]
set_input_delay [expr $clk_period * $clk_io_pct] -clock clk0 $non_clock_inputs
set_output_delay [expr $clk_period * $clk_io_pct] -clock clk0 [all_outputs]
==> flow_metrics.py <==
# Synthesis and PnR figures
metrics = {
    "routing": {
        "wl_per_cell_um": 12.51,
        "vias": 1655,
        "top_layer": "met3",
        "drtAntennaViolNets": 0,
        "firstDrtPassIters": 3,
        "drc_errors": 0,
        "antenna_cells": 0,
        "wl_met2_um": 2510,
        "wl_met3_um": 629,
        "drtIter0Drc": 16,
        "vias_per_cell": 4.027,
        "wl_met1_um": 2001,
        "wl_um": 5141,
    },
    "min_path": {
        "hold_depth": 2,
        "min_from": "i3[0]",
        "hold_path.class": "input port to output pin",
        "holdPathEnd": "o3[0]",
    },
    "worst_setup_path": {
        "crit_required_ns": 2.88,
        "worstSetupEndpointType": "output pin",
        "cp_max_fo": 8,
        "startpoint_type": "input port",
        "critical_path_class": "input port to output pin",
        "arrival_ns": 2.69,
    },
    "global_route": {
        "grt_max_degree": 9,
        "antenna_found_initial": 0,
        "overflow": 0,
        "grt_pass1_wl_um": 7824,
        "grt_pass1_vias": 1632,
        "grt_usage_pct": 8.340,
    },
    "timing": {
        "slew_violations": 0,
        "rsz0062_at_grt": "no",
        "fmax_mhz": 293.1,
        "period_used_pct": 94.76,
        "setup_tns_ns": 0,
        "maxSlewHeadroom_pct": 72.26,
        "tightest_slew_ns": 0.4129,
        "period_minus_slack_ns": 3.411,
        "setup_viol": 0,
        "hold_ws_ns": 2.302,
        "finalHoldViolCount": 0,
    },
    "final_layout": {
        "synthToLayoutAreaGrowth_pct": 97.59,
        "flops": 0,
        "drive_gt1_share_pct": 5.397,
        "seqCellArea_um2": 0,
        "clkbuf_count": 0,
        "design_area_um2": 2668,
        "lay_top_cells": "131 x clkdlybuf4s50_1, 40 x inv_1, 24 x xnor2_1, 24 x nor2_1, 24 x xor2_1",
        "layout_top_cell": "clkdlybuf4s50_1",
    },
    "placement": {
        "placed_area_um2": 2668,
        "port-buffer-count": 131,
        "place_congestion": 0.7709,
        "dpl.hpwl_um": 4791,
    },
    "clock_tree": {
        "cts_resized": 0,
        "postCtsSetupRepairBufs": 0,
        "cts_hold_buffers": 0,
    },
    "yosys": {
        "synthAdderAreaFrac_pct": 7.414,
        "yosys_warnings": 1,
        "synth_cell_types": 17,
        "aoi_share_pct": 17.79,
        "netlist_area_um2": 1350,
        "ys_seq_share_pct": 0,
        "ys_cells": 199,
        "ys_sh_simple_pct": 17.42,
        "synthTopLogicFamily": "XOR/XNOR gates",
        "synthXorXnorAreaFrac_pct": 31.14,
        "synth_cells": 199,
        "synthMuxAreaShare_pct": 6.673,
        "syn_avg_cell_area_um2": 6.784,
        "yosysChipArea_um2": 1350,
    },
    "pwr": {
        "powerDensity_nw_per_um2": 113.5,
        "leakage_nw": 1.147,
        "p_total_mw": 0.3027,
        "vdd_drop_max_mv": 0.03516,
    },
    "floorplan": {
        "core_region_area_um2": 6907,
        "io_pins": 131,
        "die_height_um": 105,
        "rows": 30,
        "die-width_um": 105,
        "fp-utilization_pct": 19.55,
        "die_area_um2": 11030,
    },
    "run": {
        "maxCapViolations": 0,
        "warnings": 32,
    },
    "outcome": {
        "outcome": "finished clean",
    },
}
-- synth_stat cells (3+ instances only) --
library cell / count / share of area (%)
buf_6: 3 / 2.5
xor2_1: 24 / 16
buf_2: 4 / 1.5
inv_1: 40 / 11
a31oi_2: 8 / 7.4
nor3_1: 16 / 5.9
or3b_1: 3 / 1.9
nand3b_1: 3 / 1.7
buf_4: 8 / 4.4
nor2_1: 24 / 6.7
a21oi_1: 8 / 3.0
xnor2_1: 24 / 16
ha_1: 8 / 7.4
mux2_2: 8 / 6.7
a31oi_1: 16 / 7.4
-- layout make-up --
cell class | count | area (µm²)
fill | 714 | 4239
multi-input combinational | 144 | 1086
timing repair buffer | 131 | 1311
inverter | 40 | 150.1
tap | 96 | 120.1
-- how the worst max path moves through the flow --
| stage | from | endpoint | cells after the start |
|---|---|---|---|
| after CTS | target_search[0] | o1[6] | 5 |
| final | target_search[1] | o2[5] | 5 |
| after global routing | target_search[2] | o4[3] | 5 |
-- where the power goes --
group	switching, mW	internal, mW	total, mW
registers	0	0	0
clock network	0	0	0
logic	0.0934	0.209	0.303
-- worst max-delay path: stages --
cell and delay, ns:
clkdlybuf4s50_1 0.59, or3b_1 0.52, a21oi_1 0.21, xor2_1 0.17
clkdlybuf4s50_1 0.49
-- cell families (layout without fill, tap and decap cells) --
family                     after synthesis  count (layout)
buffers and inverters                   55             171
xor gates and xnor gates                48              48
and+or+nand+nor                         48              48
AOI/OAI and AO/OA                       32              32
adders and majority gates                8               8
muxes                                    8               8
-- through the flow --
| stage | worst slack, ns | std cells | util [%] |
|---|---|---|---|
| final | 0.1887 | 411 | 38.62 |
| after global routing | 0.07278 | 411 | 38.62 |
| after CTS | 0.1677 | 411 | 38.62 |
| after detailed placement | 0.1677 | 411 | 38.62 |
| after global placement | 0.2000 | 411 | 38.62 |
| after floorplan | 1.268 | 199 | - |
-- routing by layer --
layer | global-route usage, % | vias to the layer above
met4 | 0 | 0
met5 | 0 | -
met3 | 4.658 | 0
li1 | - | 877
met2 | 15.04 | 62
met1 | 8.796 | 716
Power is estimated from default activity; no workload was simulated.
