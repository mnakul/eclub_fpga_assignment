### design/flow/config.mk
export PLATFORM = sky130hd
export DESIGN_NAME = invert_mean
export DESIGN_NICKNAME = invert_mean
export VERILOG_FILES = /design/flow/design.v
export SDC_FILE = /design/flow/constraint.sdc
export NUM_CORES = 4
export LEC_CHECK = 1
export CORE_UTILIZATION = 50
### design/flow/constraint.sdc
current_design invert_mean

set clk_period 9.1
set clk_io_pct 0.2

create_clock -name clk0 -period $clk_period

set non_clock_inputs [all_inputs -no_clocks]
set_input_delay [expr $clk_period * $clk_io_pct] -clock clk0 $non_clock_inputs
set_output_delay [expr $clk_period * $clk_io_pct] -clock clk0 [all_outputs]
### design/flow/design.v
`timescale 1ns / 1ps
module invert_mean (i0, i1, i2, i3, i4, i5, i6, i7, o0, o1, o2, o3, o4, o5, o6, o7
    );
	 parameter num_bit = 3;parameter fixedpoint_bit = 8;parameter num_sample = 2**num_bit;
	 input signed [7:0] i1,i2,i3,i4,i5,i6,i7,i0;
	 output reg signed [7:0] o1,o2,o3,o4,o5,o6,o7,o0;
	 integer j;
	 reg signed [10:0] sum;		
    wire signed [8:0] twoMean;
	 always @*
     begin
		j=0;
		sum = i0;
		j = j+1;
		sum = sum + i1;
		j = j+1;
		sum = sum + i2;
		j = j+1;
		sum = sum + i3;
		j = j+1;
		sum = sum + i4;
		j = j+1;
		sum = sum + i5;
		j = j+1;
		sum = sum + i6;
		j = j+1;
		sum = sum + i7;
    end
    assign twoMean = sum[10:2];	
    reg signed [8:0] temp;
    always @*
    begin
	    temp = twoMean - i0;
	    o0 = temp[7:0];	
	    temp = twoMean - i1;
	    o1 = temp[7:0];	
	    temp = twoMean - i2;
	    o2 = temp[7:0];	
	    temp = twoMean - i3;
	    o3 = temp[7:0];	
	    temp = twoMean - i4;
	    o4 = temp[7:0];	
	    temp = twoMean - i5;
	    o5 = temp[7:0];	
	    temp = twoMean - i6;
	    o6 = temp[7:0];	
	    temp = twoMean - i7;
	    o7 = temp[7:0];	   
    end
endmodule 
### design/flow/run.sh
#!/bin/bash
# OpenROAD 26Q1-2900-gdf79404cd8, Yosys 0.63+post, stock flow scripts
make -C /OpenROAD-flow-scripts/flow DESIGN_CONFIG=/design/flow/config.mk WORK_HOME=/design/flow/orfs finish
==> impl_metrics.ini <==
; synthesis and place-and-route metrics
[run_status]
outcome = finished, final reports clean

[final_timing]
setup_tns_ns = 0
period_used_pct = 99.0
rsz0062_at_grt = true
fin_ws_ns = 0.0941
min_period_ns = 9.01
hold_ws_ns = 4.46
slew_violations = 0
fmax_mhz = 111
setup_viol = 0
maxSlewHeadroom_pct = 70.3
tightest_slew_ns = 0.445
final-hold-violation-count = 0

[worst_hold_path]
hp-start = i2[7]
hp-class = in2out

[drt]
wl_um = 11400
dr.pass1.iters = 4
routedWlPerCell_um = 14.5
vias = 3794
viasPerCell = 4.83
postRouteAntennaNets = 0
drtIter0Drc = 60
drc = 0
diodes = 0

[synthesis]
synth_cell_types = 24
syn_inst = 459
synth_area_mm2 = 0.00389
ys_sh_mux_pct = 0
syn_area_per_cell_um2 = 8.47
synth-simple-area-share_pct = 7.08
ys_chip_area_mm2 = 0.00389
yosys.stat.seqShare_pct = 0
compound_area_share_pct = 13.5
xor_share_pct = 15.2
fa_ha_area_share_pct = 50.1
yosysWarnings = 1
logic_family = adder cells
yosys_cells = 459

[worst_setup_path]
cp-end-kind = output pin
cp_max_fo = 5
slowest_delay_ns = 0.64
cp.arrival_ns = 7.19
cp-startpoint = i4[1]
crit_type = in2out
worstPathRequired_ns = 7.28
worstPathCellList = clkdlybuf4s50_1 -> inv_2 -> fa_2 -> fa_1 -> inv_1 -> fa_1 -> inv_2 -> fa_1 -> inv_1 -> ha_2 -> inv_2 -> fa_2 -> clkinv_4 -> ha_4 -> nor2b_1 -> o21ai_1 -> a21boi_2 -> o21a_1 -> o41ai_2 -> xnor3_1 -> clkdlybuf4s50_1
startpoint_type = primary input
critPathSlowestCell = fa_2
critPathBufInv = 8
cp_top_family = adder cells

[global_routing]
grt_pass1_wl_um = 16200
grt_antenna_before_repair = 0
grt_pass1_vias = 3717
overflow = 0
grt_usage_pct = 25.2
grt_max_degree = 11

[placement]
place_congestion = 0.842
io_buffer_count = 128
dp_cells = 769
dpl.hpwl_um = 8310
post-place-ws_ns = -0.461

[floorplanning]
initCoreUtil_pct = 52.8
io_pins = 128
die.size.y_um = 90.2
rows = 31
die_w_um = 90.2
chipArea_mm2 = 0.00813
fp.coreArea_mm2 = 0.00737

[layout]
clockBufferCount = 0
comb_area_mm2 = 0.00383
stdcell_count = 785
drive_gt1_share_pct = 28.7
syn2layout_area_growth_pct = 69.6
regArea_um2 = 0
flops = 0
layout_top_cell_excl_fill_tap = inv_1
num-fill-cells = 307
final_cell_mix = 133 x inv_1, 111 x clkdlybuf4s50_1, 93 x buf_4

[flow_run]
warnings = 35
drv_cap = 0
area by class of cell:
type / count / share of cell area [%]
Timing Repair inverter: 1 / 0.0949
Tap cell: 99 / 1.88
Timing Repair Buffer: 226 / 31.5
Inverter: 146 / 8.39
Multi-Input combinational cell: 313 / 58.2
final timing paths:
| kind | cells past startpoint | endpoint | slack (ns) |
|---|---|---|---|
| min | 3 | o2[7] | 4.46 |
| max | 21 | o4[7] | 0.09 |
Yosys cell counts (8+ instances only):
cell type	instances	area (um^2)
a21boi_0	9	67.6
a21oi_1	25	125
fa_1	56	1120
ha_1	66	826
inv_1	146	548
nand2_1	18	67.6
nand2b_1	10	62.6
nor2_1	20	75.1
nor2b_1	9	56.3
o21a_1	10	75.1
o21ai_0	18	90.1
o21bai_1	8	60.1
o41ai_1	8	70.1
xnor2_1	28	245
xnor3_1	8	180
xor2_1	9	78.8
cell families after synthesis:
| kind of cell | Yosys count |
|---|---|
| compound gates | 83 |
| fa+ha+maj | 122 |
| simple gates | 59 |
| xor+xnor | 49 |
| buf+inv | 146 |
routing by layer:
metal	share of wire (%)	global-route usage, %	wire length [um]
met1	46	37.8	5190
met2	48	44.1	5500
met3	5.0	2.06	563
met4	0.89	0.269	101
met5	0	0	0
through the flow:
step | cell area [um^2] | util (%)
global route | 6590 | 89.5
finish | 6590 | 89.5
floorplan | 3890 | -
CTS | 6140 | 83.4
global placement | 5930 | 80.4
detailed placement | 5930 | 80.4
what timing repair did:
item                       CTS  global route
gates cloned                 0             1
buffers inserted             5            10
hold buffers                 0             0
gates resized               57            92
setup endpoints to repair   28            29
pin swaps                    6            53
