==> design.v <==
`timescale 1ns / 1ps
module LCD_driver(clk,LCD_E,LCD_RS,LCD_W,line1,line2,d1,d2,d3,d4
    );
	 input clk;
	 input [127:0] line1;
	 input [127:0] line2;
	 output d1,d2,d3,d4,LCD_E,LCD_RS,LCD_W;
	 reg d1,d2,d3,d4,LCD_E,LCD_RS,LCD_W;
	 integer counter=0;
	 reg [1:0] state1=3;
	 reg [7:0] index1=0;
	 reg [1:0] state2=3;
	 reg [7:0] index2=0;
	 reg [3:0] mem_index=0;
	 reg [3:0] mem [0:13];
	 reg [2:0] breakline = 7;
	 reg [2:0] state = 0;
	 initial begin
	  mem[0] = 6'h03;
     mem[1] = 6'h03;
     mem[2] = 6'h03;
     mem[3] = 6'h02;
     mem[4] = 6'h02;
     mem[5] = 6'h08;
     mem[6] = 6'h00;
     mem[7] = 6'h06;
     mem[8] = 6'h00;
     mem[9] = 6'h0c;
     mem[10] = 6'h00;
     mem[11] = 6'h01;
     mem[12]= 6'h08;
     mem[13] = 6'h00;	  
	 end
    always @(posedge clk)begin
	 if(counter==100000)begin
	   counter <= 0;
		if(mem_index==14)begin
		  state<=4;
		  mem_index<=0;
		  state1<=0;
		end
		if((state!=4)&(mem_index!=14))begin
		  case(state)
		    0: begin
			    LCD_E<=0;
				 state<=1;
			 end
			 1: begin
			   {LCD_RS,LCD_W,d1,d2,d3,d4}<=mem[mem_index];
				state<=2;
				end
			 2: begin
			   LCD_E<=1;
				state<=3;
			 end
			 3: begin
			   LCD_E<=0;
				state<=1;
				mem_index<=mem_index+1;
			 end
			 endcase
		end
    if(index1==128)begin
	   state1<=3;
		index1<=0;
		breakline<=0;
	 end
    if((state1!=3)&(index1!=128))begin
	   case(state1)
		  0: begin
		    {LCD_RS,LCD_W,d1,d2,d3,d4}<={2'h2,line1[index1],line1[index1+1],line1[index1+2],line1[index1+3]};
          state1<=1;		  
		  end
		  1: begin
		    LCD_E<=1;
			 state1<=2;
		  end
		  2: begin
		    LCD_E<=0;
			 state1<=0;
			 index1<=index1+4;
		  end
		  endcase
	 end
	 if(breakline!=7)begin
	   case(breakline)
		  0: begin
		   {LCD_RS,LCD_W,d1,d2,d3,d4}<=6'h0c;
				breakline<=1;
		  end
		  1: begin
		    LCD_E<=1;
			 breakline<=2;
		  end
		  2: begin
		    LCD_E<=0;
			 breakline<=3;
		  end
		  3: begin
		    {LCD_RS,LCD_W,d1,d2,d3,d4}<=6'h00;
			 breakline<=4;
		  end
		  4: begin
		    LCD_E<=1;
			 breakline<=5;
		  end
		  5: begin
		    LCD_E<=0;
			 breakline<=7;
			 state2<=0;
		  end
		endcase
	 end
	 if(index2==128)begin
	   state2=3;
           index2=0;
	 end
	 if((state2!=3)&(index2!=128))begin
	   case(state2)
		  0: begin
		    {LCD_RS,LCD_W,d1,d2,d3,d4}<={2'h2,line2[index2],line2[index2+1],line2[index2+2],line2[index2+3]};
          state2<=1;		  
		  end
		  1: begin
		    LCD_E<=1;
			 state2<=2;
		  end
		  2: begin
		    LCD_E<=0;
			 state2<=0;
			 index2<=index2+4;
		  end
		  endcase
	 end
	 end
	 else begin
	   counter = counter+1;
	 end
	 end
endmodule
`timescale 1ns / 1ps
module top_module(clk,LCD_RS,LCD_W,LCD_E,d1,d2,d3,d4
    );
    input clk;
	 output LCD_RS,LCD_W,LCD_E,d1,d2,d3,d4;
	 LCD_driver LCD1(clk,LCD_E,LCD_RS,LCD_W,"WELCOME TO CSE  ","IIT KANPUR      ",d1,d2,d3,d4);
endmodule
==> run.sh <==
#!/bin/bash
# OpenROAD 26Q1-2900-gdf79404cd8, Yosys 0.63+post, stock flow scripts
make -C /OpenROAD-flow-scripts/flow DESIGN_CONFIG=/design/flow/config.mk WORK_HOME=/design/flow/orfs finish
==> config.mk <==
export PLATFORM = sky130hd
export DESIGN_NAME = top_module
export DESIGN_NICKNAME = top_module
export VERILOG_FILES = /design/flow/design.v
export SDC_FILE = /design/flow/constraint.sdc
export NUM_CORES = 4
export LEC_CHECK = 1
export CORE_UTILIZATION = 30
==> constraint.sdc <==
current_design top_module

set clk_period 6.6
set clk_io_pct 0.2

create_clock -name clk0 -period $clk_period [get_ports {clk}]

set non_clock_inputs [all_inputs -no_clocks]
set_input_delay [expr $clk_period * $clk_io_pct] -clock clk0 $non_clock_inputs
set_output_delay [expr $clk_period * $clk_io_pct] -clock clk0 [all_outputs]
==> deck_impl_summary.md <==
Implementation Results

Outcome
  – Status: finished, final reports clean

Yosys
  – Post-synth seq share: 33.7%
  – Top cells, area: edfxtp_1, dfxtp_1, ha_1
  – Count leader, synth: nor2_1
  – Post-synthesis cell area: ~0.0052 mm²
  – Avg Inst Size Synth: 8.58 µm²
  – YS chip area: 0.00520 mm²
  – Ys flops: 69
  – # Cells Yosys: 606
  – Most used flip-flop cell: edfxtp_1
  – Area share, top type: 21.4%
  – Yosys Warn Count: 1
  – EDFF count, synth: 37
  – Area leader, netlist: edfxtp_1
  – Cell Type Count: around 70
  – Synth Instances: between 600 and 700
  – Fraction of registers with async set/reset: 0%
  – Top cells by count: nor2_1, nand2_1, edfxtp_1

Route
  – # diodes: 0
  – Final ANT Viol Nets: 0
  – WL/cell: between 15 and 20 µm
  – Final WL: 12300 µm
  – Vias: around 4.5k
  – DRT Pass-1 Iters: 5
  – Drt drc: 0
  – Via density: 5.43
  – DRT iter0 DRCs: 376

Global routing
  – Pin count of the biggest net entering global routing: roughly 40
  – Gr ovfl total: 0
  – First-pass GRT wire length: roughly 21000 µm
  – Initial antenna violation count: 0
  – Vias in the first global route: between 4k and 5k
  – Global-route usage over all layers: 14.4%

Final timing
  – Least-Margin Pin Slew: 775 ps
  – Fin. max-slew vios: 0
  – Max Freq: 278 MHz
  – Tmin final: 3600 ps
  – Max-slew headroom: 47.9%
  – Final Skew: between 8 and 9 ps
  – Final TNS setup: 0 ps
  – Final setup fails: 0
  – RSZ-0062 raised after global routing: false
  – Tcrit/Tclk final: 54.5%
  – Final Hold Fails: 0

Floorplan
  – Total die size: 0.0179 mm²
  – Fp util: 31.0%
  – DIE HEIGHT: roughly 130 µm
  – Core box area: 0.0168 mm²
  – Die Wd: 134 µm
  – I/O pin count: 8
  – Row count: 47

Critical path
  – CP Max Fanout: 22
  – Worst Path Arrival: 3680 ps
  – Reg2reg start: LCD1.index2[3]$_DFFE_PP_
  – CP Launch Point: LCD1.index2[3]$_DFFE_PP_
  – CP required: 6680 ps
  – Worst setup SP type: register
  – Kind of critical path: reg -> reg
  – CP endpoint kind: register

Flow run
  – Max-Cap Viols: 0
  – OpenROAD warning count: 52

CTS
  – Clock sink count: 69
  – # hold bufs at CTS: 0
  – Setup Buffers After CTS: 0
  – Worst skew pair latency: 330 ps
  – Clk buf depth: 2
  – Post-CTS Resized: 0
  – Htree depth: 3
  – Clock transition at path regs: approximately 60 ps
  – Clk root buf: clkbuf_16
  – CTS tree: yes
  – Total CTS buffers: 9

Power
  – Worst IR Drop VDD: 129 µV
  – Static Leak: 2.05 nW
  – PD cells: 164 mW/mm²
  – Pwr Total: between 0.0009 and 0.001 W

Worst hold path
  – Hold Path Origin: LCD1.counter[31]$_SDFF_PP0_
  – Hold Path Class: reg -> reg

Layout
  – Fill cells: around 1.7k
  – Multi-input logic area: 0.00320 mm²
  – Design Area, Final: about 0.0057 mm²
  – Layout cells sized above 1: 6.01%
  – Area Overhead vs Synth: 10.4%
  – Seq. cell area: 0.00175 mm²

Placed design
  – Placer Congestion: around 0.91
  – Detailed Place HPWL: 8590 µm
  – Dpl cell area: 0.00544 mm²
  – I/O Buffers: 7
## power breakdown
part,switching (W),internal [W]
registers,0,0.000448
clock network,0.000178,0.000314
logic,0,0
total,0.000178,0.000762
## cells in the final DEF, fill, tap and decap left out, types with 5 or more instances in the layout
cell and instances:
nand2b_1 11, ha_1 36, a31oi_1 6, nor4_1 6, nor2_1 57, or3_1 9, a21oi_1 34, edfxtp_1 37
o2111ai_1 5, xor2_1 16, nand4_1 13, a221oi_1 8, clkdlybuf4s50_1 7, xnor2_1 28, o21ai_0 27, buf_4 5
a211oi_1 6, nand3b_1 5, o211ai_1 7, clkbuf_16 9, nand3_1 26, nand2_1 53, nor2b_1 17, nor3_1 13
o221ai_1 7, inv_1 27, and3_1 5, a211o_1 5, dfxtp_1 32
## final timing paths
kind	end	slack, ps	cells after the start
worst max-delay path	LCD1.index2[7]$_DFFE_PP_	3000	12
worst min-delay path	LCD1.counter[31]$_SDFF_PP0_	470	1
worst max register to register	LCD1.index2[7]$_DFFE_PP_	3000	12
worst min register to register	LCD1.counter[31]$_SDFF_PP0_	470	1
## area by class of cell
class                      count  share of cell area (%)
clock inverter                 3                   0.741
inverter                      28                    1.83
sequential                    69                    30.5
timing repair buffer          12                    1.87
clock buffer                  13                    4.53
tap                          220                    4.80
multi-input combinational    474                    55.7
## registers in the layout, indices dropped and copies added, names as in the netlist
signal	cells
LCD1.state1	2
LCD1.breakline	3
LCD1.counter	32
LCD1.index2	8
LCD1.d2	1
LCD1.index1	8
LCD1.state2	2
LCD1.d3	1
LCD1.LCD_E	1
LCD1.LCD_W	1
LCD1.LCD_RS	1
LCD1.d4	1
LCD1.mem_index	4
LCD1.state	3
LCD1.d1	1
## stage by stage
stage	hold WS [ps]	std cells	setup WS [ps]	utilization, %
finish	467	819	3000	34.3
global route	487	819	2770	34.3
CTS	469	819	3060	34.3
detailed placement	460	803	3080	32.4
global placement	449	803	3190	32.4
floorplan	433	606	3660	-
## critical path, stage by stage (launching register included)
cell	delay (ps)
edfxtp_1	830
inv_1	300
ha_1	310
nand2_1	220
nor2_2	140
nor2_1	220
inv_1	120
ha_1	230
a41oi_1	230
and2_1	260
and3_1	200
and4_1	210
xnor2_1	60
## kinds of logic after synthesis
logic type               after synthesis  share of synthesized area [%]
AND/OR/NAND/NOR                      238                           23.5
AND-OR/OR-AND                        147                           19.7
flip-flops                            69                           33.7
buffers and inverters                 63                           4.91
XOR/XNOR                              44                           7.41
adder cells (fa/ha/maj)               37                           8.86
multiplexers                           8                           1.85
## per-layer routing
layer	vias up	global-route usage, %	routed length (µm)
li1	2205	-	-
met1	2113	23.0	6060
met2	117	21.3	5470
met3	15	2.41	591
met4	0	1.96	180
met5	-	0	0
Power is estimated from default activity; no workload was simulated.
